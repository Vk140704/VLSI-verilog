$ cat design.v
module binary_counter (
    input clk,         
    input reset,       
    output reg [3:0] count  
);
    always @(posedge clk or posedge reset) begin
        if (reset)
            count <= 4'b0000;   
        else
            count <= count + 1;  
    end
endmodule
$ cat run.sh
#!/bin/bash
# OpenROAD 26Q1-2900-gdf79404cd8, Yosys 0.63+post, stock flow scripts
make -C /OpenROAD-flow-scripts/flow DESIGN_CONFIG=/design/flow/config.mk WORK_HOME=/design/flow/orfs finish
$ cat config.mk
export PLATFORM = sky130hd
export DESIGN_NAME = binary_counter
export DESIGN_NICKNAME = binary_counter
export VERILOG_FILES = /design/flow/design.v
export SDC_FILE = /design/flow/constraint.sdc
export NUM_CORES = 4
export LEC_CHECK = 1
export CORE_AREA = 10 10 70 70
export DIE_AREA = 0 0 80 80
$ cat constraint.sdc
current_design binary_counter

set clk_period 1.5
set clk_io_pct 0.2

create_clock -name clk0 -period $clk_period [get_ports {clk}]

set non_clock_inputs [all_inputs -no_clocks]
set_input_delay [expr $clk_period * $clk_io_pct] -clock clk0 $non_clock_inputs
set_output_delay [expr $clk_period * $clk_io_pct] -clock clk0 [all_outputs]
==> GITHUB_STEP_SUMMARY <==
## PnR job results

| Metric | Value |
|---|---|
| CP Capture Type | primary output |
| Sink Count | 4 |
| Post-route cell area | approximately 280 um^2 |
| Crit Path Category | reg2out |
| Status | complete, no violations |
| F_max | 0.713 GHz |
| Max-slew violation count | 0 |
| Via density per instance | between 1.5 and 2 |
| Gpl congestion | approximately 0.64 |
| MUX share of area | 0 |
| CTS tree | done |
| Rows | 21 |
| Min-delay worst type | in2async |
| Iteration-0 DRC Markers | 0 |
| Number of max-cap violations | 0 |
| Crit-path leading delay family | buffers and inverters |
| Adder Area Share | 0.0877 |
| H-tree depth | 1 |
| Total track usage | 0.0141 |
| CP cell instances | clkdlybuf4s50_1 |
| Max-slew headroom | 0.901 |
| Worst-path clk slew | 0.04 ns |
| Fin. Hold Viols | 0 |
| Period utilization | 0.935 |
| Slowest CP cell | clkdlybuf4s50_1 |
| Slew @ Worst Pin | roughly 0.15 ns |
| Area Growth Syn to Fin | 96.5% |
| Share of the core filled with cells | 0.0821 |
| Routed length per instance | between 6 and 7 um |
| Yosys stat area | between 100 and 150 um^2 |
| Final setup margin | between 0.09 and 0.1 ns |
| Static leakage | approximately 0.12 nW |
| Reg-to-reg startpoint | count[0]$_DFF_PP0_ |
| Synth Cell Area | approximately 140 um^2 |
| Count of warnings emitted by yosys | 1 |
| Total CTS buffers | 3 |
| Sw Ratio | 0.178 |
| Total wire length | a little under 400 um |
| Die height | around 80 um |
| Clock share of power | 0.535 |
| Synthesized area per cell | roughly 14 um^2 |
| IO Port Bufs | 5 |
| Worst-case reg-to-reg path depth | 2 |
| Pre-CTS setup slack | roughly 0.29 ns |
| Crit path required time | approximately 1.2 ns |
| Unrepaired setup endpoints after global routing | no |
| Post-layout min period | 1.40 ns |
| Setup tns final | 0 ns |
| Area post-placement | between 200 and 300 um^2 |
| Core area | around 0.0034 mm^2 |
| Synth Area in XOR/XNOR | 0.123 |
| Reg-to-reg endpoint | count[2]$_DFF_PP0_ |
| Drt pass-1 iters | 1 |
| CTS root buffer | clkbuf_4 |
| Biggest area cells | dfrtp_1, ha_1, xnor2_1 |
| I/O pin count | 6 |
| Worst VDD drop | about 0.45 mV |
| Post-CTS sizing | 0 |
| Share of cells above drive strength 1 | 0.211 |
| Sequential share of power | 0.446 |
| Worst Path Max Fanout | 4 |
| Most numerous logic cell after layout | clkdlybuf4s50_1 |
| Int Power | around 0.2 mW |
| Via count | slightly below 100 |
| Top-area cell share | 0.702 |
| Die width | 80 um |
| Antenna violations before repair | 0 |
| Placed Cells incl. Taps | 61 |
| Top cells excl fill/tap | clkdlybuf4s50_1, dfrtp_1, clkbuf_4, inv_1 |
| Worst R2R Setup Slack | 0.63 ns |
| DIE AREA | around 0.0064 mm^2 |
| Reg area | around 100 um^2 |
| Comb area | 35.0 um^2 |
| Fillers | 409 |
| Basic Gates by Area | 0.0351 |
| Insertion delay at the late pin of the worst-skew pair | approximately 0.23 ns |
| Largest stage delay, worst path | ~0.49 ns |
| Hold-fix buffers, CTS | 0 |
| Area fraction in compound gates | 0 |
| Largest net degree at the start of global routing | 5 |
| Critical Path AT | around 1.1 ns |
| Max reg flops | 4 |
| Detail Route Antenna Nets | 0 |
| Grt ovf | 0 |
| Diodes inserted | 0 |
| First-pass GRT wire length | between 600 and 700 um |
| Synthesized instance count | 10 |
| PwrDens | just under 900 mW/mm^2 |
| Synth area leader | dfrtp_1 |
| Synth Seq Share | 0.702 |
| Most flop-heavy register | count |
| Net Sw Power | ~0.043 mW |
| Bufs and invs on worst path | 1 |
| Number of global-route vias before repair | approximately 130 |
| CTS max path bufs | 2 |
| Yosys cell count | 10 |
| Flops out of synthesis | 4 |
| Non-Filler Instances | 65 |
| DRC viols | 0 |
| Count of final setup violators | 0 |
| Floorplan utilization | 0.0418 |
| Setup crit start kind | flip-flop |
| Largest regs | count: 4 flops |
| Combinational Power Share | 0.019 |
| Number of unique standard cell types used by synthesis | 6 |
| Tool warnings | 25 |
| Layout Skew | 0.00447 ns |
| Main logic family after synthesis | XOR/XNOR gates |
[worst reg2reg max path: stages (launching register included)]
cell and delay (ns):
dfrtp_1 0.40, ha_1 0.22, xor2_1 0.14
[worst max-delay path by stage]
stage | slack (ns) | end | startpoint | cells past startpoint
5_1_grt | 0.04 | count[0] | count[0]$_DFF_PP0_ | 1
6_report | 0.1 | count[0] | count[0]$_DFF_PP0_ | 1
4_1_cts | 0.04 | count[2] | count[2]$_DFF_PP0_ | 1
[cells by family after synthesis]
logic type	after synthesis
xor+xnor	2
fa+ha+maj	1
buf+inv	2
flops	4
simple gates	1
[repair_timing]
action / in CTS / in global routing
endpoints found under the setup margin: 0 / 1
endpoints found under the hold margin: 0 / 0
buffers inserted: 0 / 1
[per-layer routing]
metal / routed length, um / up-vias / GRT usage
met5: 0 / - / 0
met3: 62 / 0 / 0.0159
li1: - / 49 / -
met1: 246 / 42 / 0.0207
met2: 87 / 8 / 0.0112
met4: 0 / 0 / 0.00352
[Yosys cell counts]
library cell / n
xnor2_1: 1
ha_1: 1
dfrtp_1: 4
nand3_1: 1
inv_1: 2
xor2_1: 1
[power by group through the flow]
stage	clock (mW)	sequential [mW]	combinational (mW)
final	0.130	0.109	0.00466
after global routing	0.149	0.108	0.00532
after CTS	0.136	0.109	0.00483
[area by class of cell]
| type | instances | area share |
|---|---|---|
| Sequential cell | 4 | 0.357 |
| Timing Repair Buffer | 6 | 0.205 |
| Tap cell | 46 | 0.205 |
| Multi-Input combinational cell | 4 | 0.125 |
| Clock buffer | 3 | 0.0804 |
| Inverter | 2 | 0.0268 |
[per-stage QoR]
stage | hold slack [ns] | power (mW)
finish | 0.253 | 0.244
global placement | 0.455 | 0.114
CTS | 0.251 | 0.249
global route | 0.264 | 0.262
detailed placement | 0.466 | 0.115
floorplan | 0.0661 | 0.112
Power is estimated from default activity; no workload was simulated.
