<file path="flow/run.sh">
#!/bin/bash
# OpenROAD 26Q1-2900-gdf79404cd8, Yosys 0.63+post, stock flow scripts
make -C /OpenROAD-flow-scripts/flow DESIGN_CONFIG=/design/flow/config.mk WORK_HOME=/design/flow/orfs finish
</file>
<file path="flow/constraint.sdc">
current_design up_down_counter

set clk_period 1.7
set clk_io_pct 0.2

create_clock -name clk0 -period $clk_period [get_ports {clk}]

set non_clock_inputs [all_inputs -no_clocks]
set_input_delay [expr $clk_period * $clk_io_pct] -clock clk0 $non_clock_inputs
set_output_delay [expr $clk_period * $clk_io_pct] -clock clk0 [all_outputs]
</file>
<file path="flow/design.v">
module up_down_counter (
    input clk,           
    input reset,         
    input up_down,       
    output reg [3:0] count  
);
    always @(posedge clk or posedge reset) begin
        if (reset)
            count <= 4'b0000;   
        else if (up_down)
            count <= count + 1;  
        else
            count <= count - 1;  
    end
endmodule
</file>
<file path="flow/config.mk">
export PLATFORM = sky130hd
export DESIGN_NAME = up_down_counter
export DESIGN_NICKNAME = up_down_counter
export VERILOG_FILES = /design/flow/design.v
export SDC_FILE = /design/flow/constraint.sdc
export NUM_CORES = 4
export LEC_CHECK = 1
export CORE_AREA = 10 10 70 70
export DIE_AREA = 0 0 80 80
</file>
==> metrics.yaml <==
timing:
  tightest_slew_ps: 174
  finalHoldViolations: 0
  setup_ws_ps: 192
  slew_headroom_pct: 88.3
  tns_ps: 0
  fin_crit_ps: 1510
  setup_viol: 0
  skew_ps: 0.992
  rsz0062_at_grt: "false"
  finalClockPeriodUsage_pct: 88.7
  fmax_ghz: 0.663
  drv_slew: 0
die:
  fp_util_pct: 5.82
  die_y_um: 80
  rows: 21
  ios: 7
  fp.dieW_um: 80
  die_area_sq_um: 6400
  coreArea_sq_um: 3420
worst_setup_path:
  cp_slowest_cell: "clkdlybuf4s50_1"
  r2r_start: "count[1]$_DFF_PP0_"
  crit_buf_inv: 2
  ff2ff_path_depth: 4
  cp_data_arrival_time_ps: 1670
  crit_fanout: 3
  start_kind: "input pin"
  worstPathCellList: "clkdlybuf4s50_1, inv_1, ha_1, a21o_1, a21oi_2, xnor2_1"
  endpoint_kind: "register"
  cpPeakStageDelay_ps: 480
  reg2reg_slack_ps: 480
  cp.required_ps: 1860
  crit_family: "buffers and inverters"
  r2r-end: "count[3]$_DFF_PP0_"
  worstSetupPathType: "input pin to register"
layout:
  final_cells: 71
  fill_cells: 404
  largest-register: "count"
  syn2layout_area_growth_pct: 74.2
  post-route-cell-area_sq_um: 347
  drive_above_1_share_pct: 20.0
  largest_reg_flops: 4
  top_regs: "count: 4 flops"
clock_tree:
  clock_latency_ps: 230
  cts_hold_buffers: 0
  cts-root-buf: "clkbuf_4"
  path_clk_slew_ps: 40
  cts.sinks: 4
  cts_made_buffers: 3
  cts_setup_buffers: 0
  cts_resized: 0
  ctsHtreeMaxLevel: 1
  cts_tree: "yes"
  cts_max_path_buffers: 2
run:
  warnings: 25
  max_cap_viol_count: 0
yosys:
  synthFlopType: "dfrtp_1"
  yosys_warnings: 1
  avgSynthCellArea_sq_um: 13.3
  xor_share_pct: 13.2
  ys_area_sq_um: 199
  synthTopCellsByCount: "dfrtp_1 (4), inv_1 (3), ha_1 (2), xnor2_1 (2)"
  syn-instance-count: 15
  adder_share_pct: 22.6
  synth_top_cell_by_area: "dfrtp_1"
  synth.area.top_cells: "dfrtp_1 (50%), ha_1 (13%), fa_1 (10%)"
  topCombFamilyByArea: "adder cells"
  ys_sh_simple_pct: 0
  yosys.stat.seqShare_pct: 50.3
  yosys.area_share.aoi_pct: 8.18
  ys_ff: 4
  yosys.area.top_type_share_pct: 50.3
  yosysUniqueCellTypes: 8
  ys_sh_mux_pct: 0
  ys_async_sr_fraction_pct: 100
  most_common_cell: "dfrtp_1"
  edf_count: 0
  synth_stat.cells: 15
  netlist_area_sq_um: 199
placed_design:
  place.gp.congestion: 0.762
  io_buffers: 6
  dp_cells: 68
  dp_hpwl_um: 363
  dpl-instance-area_sq_um: 324
  post-place-ws_ps: -44.6
pwr:
  ir_drop_uv: 220
  clockPowerShare_pct: 25.1
  power_frac_seq_pct: 35.0
  switchingPower_uw: 126
  p_per_area_nw_per_um2: 1340
  p_leak_uw: 0.000146
  p_int_uw: 340
  power_frac_comb_pct: 39.9
  switching_share_pct: 27.0
routing:
  dr_total_vias: 140
  antenna_cells: 0
  drt_iter0_drc: 10
  drt_first_pass_iters: 2
  ant_nets: 0
  drc: 0
  via_per_inst: 1.97
  wl_um: 436
  routedWlPerCell_um: 6.14
global_routing:
  antenna_found_initial: 0
  grt_pass1_wl_um: 745
  grt_use_total_pct: 1.67
  grt_max_degree: 5
  overflow: 0
  grt_pass1_vias: 151
status:
  outcome: "finished, final reports clean"
worst_hold_path:
  hold_path.class: "input pin to async pin"
[cells in the final DEF, fill, tap and decap left out]
master           n
xnor2_1          2
clkdlybuf4s50_1  6
buf_4            1
a21oi_2          1
ha_1             2
fa_1             1
a21o_1           1
xor2_1           1
clkbuf_4         3
dfrtp_1          4
inv_1            3
[through the flow]
stage          hold WS, ps  total power (uW)  util, %
2_1_floorplan          106               252        -
3_3_place_gp           492               348     9.49
3_5_place_dp           512               355     9.49
4_1_cts                293               478     10.1
5_1_grt                306               518     10.1
6_report               290               466     10.1
[cells by family (layout without fill, tap and decap cells)]
group	count (synthesis)	after routing
AOI/OAI and AO/OA	2	2
xor gates and xnor gates	3	3
adders and majority gates	3	3
buffers and inverters	3	13
DFF	4	4
[worst max path at each step]
stage | start | to | slack (ps) | cells after the start
4_1_cts | count[0]$_DFF_PP0_ | count[0] | 180 | 1
5_1_grt | up_down | count[3]$_DFF_PP0_ | 110 | 6
6_report | up_down | count[3]$_DFF_PP0_ | 190 | 6
[per-layer routing]
layer  vias up  wire length (um)  GRT usage, %
met5         -                 0             0
met4         0                 0         0.352
met3         0               126          2.84
met2        10               115          1.20
met1        60               193          2.01
li1         70                 -             -
[area by class of cell]
| class | count | area (sq um) | area share (%) |
|---|---|---|---|
| clock buffer | 3 | 22.5 | 6.50 |
| multi-input combinational | 8 | 87.6 | 25.3 |
| inverter | 3 | 11.3 | 3.25 |
| timing repair buffer | 7 | 67.6 | 19.5 |
| tap | 46 | 57.6 | 16.6 |
| sequential | 4 | 100 | 28.9 |
[power by group through the flow]
stage	clock network, uW	logic [uW]	registers [uW]
6_report	117	186	163
5_1_grt	129	219	169
4_1_cts	122	193	164
Power is estimated from default activity; no workload was simulated.
