--- design/flow/design.v ---
module decade_counter (
    input clk,         
    input reset,       
    output reg [3:0] count  
);
    always @(posedge clk or posedge reset) begin
        if (reset)
            count <= 4'b0000;   
        else if (count == 9)
            count <= 4'b0000;   
        else
            count <= count + 1;  
    end
endmodule
--- design/flow/config.mk ---
export PLATFORM = sky130hd
export DESIGN_NAME = decade_counter
export DESIGN_NICKNAME = decade_counter
export VERILOG_FILES = /design/flow/design.v
export SDC_FILE = /design/flow/constraint.sdc
export NUM_CORES = 4
export LEC_CHECK = 1
export CORE_AREA = 10 10 70 70
export DIE_AREA = 0 0 80 80
--- design/flow/constraint.sdc ---
current_design decade_counter

set clk_period 1.4
set clk_io_pct 0.2

create_clock -name clk0 -period $clk_period [get_ports {clk}]

set non_clock_inputs [all_inputs -no_clocks]
set_input_delay [expr $clk_period * $clk_io_pct] -clock clk0 $non_clock_inputs
set_output_delay [expr $clk_period * $clk_io_pct] -clock clk0 [all_outputs]
--- design/flow/run.sh ---
#!/bin/bash
# OpenROAD 26Q1-2900-gdf79404cd8, Yosys 0.63+post, stock flow scripts
make -C /OpenROAD-flow-scripts/flow DESIGN_CONFIG=/design/flow/config.mk WORK_HOME=/design/flow/orfs finish
==> GITHUB_STEP_SUMMARY <==
### Metrics collected by this job

| Metric | Value |
|---|---|
| Outcome | `finished, final reports clean` |
| Placeable Area | `3420 um2` |
| Crit path launch type | `flop` |
| Synth Flop Type | `dfrtp_1` |
| Flop area | `100 um2` |
| Post-DP HPWL | `334 um` |
| Clock sinks | `4` |
| Via count | `148` |
| Fillcell total | `401` |
| Max-area cell share | `59.3%` |
| Post-synth EDFFs | `0` |
| CP max-delay cell | `clkdlybuf4s50_1` |
| Critical path class | `flop to primary output` |
| Largest Register | `count` |
| GRT Total Usage | `1.69%` |
| CP delay by family, top | `buffers and inverters` |
| Antenna cells | `0` |
| Max reg flops | `4` |
| Ys cells | `16` |
| Crit path capture type | `primary output` |
| Final max-slew violation count | `0` |
| Tool warnings | `25` |
| Tcrit/Tclk final | `94.5%` |
| Share of post-route cells with drive strength above 1 | `25.0%` |
| Netlist cell types | `9` |
| Worst min path class | `input port to asynchronous set/reset pin` |
| Post-CTS Setup Repair Bufs | `3` |
| Peak VDD IR | `0.000118 V` |
| YS chip area | `169 um2` |
| Cell count after synthesis | `16` |
| Post-layout min period | `1.32 ns` |
| Ys Warns | `1` |
| Worst reg2reg setup slack | `0.37 ns` |
| Hold Vio Cnt, Final | `0` |
| WL per Instance | `6.58 um` |
| Post-Route WL | `487 um` |
| Post-route setup slack | `0.0777 ns` |
| First-pass GRT wire length | `793 um` |
| WP data arrival | `1.04 ns` |
| Worst path required time | `1.12 ns` |
| Fmax | `0.756 GHz` |
| Post-synthesis simple-gate area fraction | `6.67%` |
| Pre-antenna DRT Iters | `2` |
| Die area | `6400 um2` |
| MaxCap Viol Count | `0` |
| Worst Path Max Fanout | `2` |
| Chip height | `80 um` |
| Largest net degree at the start of global routing | `7` |
| Final core utilization | `9.63%` |
| Max-slew headroom | `90.4%` |
| Reg2Reg Capture Point | `count[3]` |
| Ys flops | `4` |
| IO Port Bufs | `5` |
| Antenna Nets Post-Route | `0` |
| PostCTS Resize Cnt | `0` |
| CTS Buf Count | `3` |
| XORs/XNORs by Area | `5.19%` |
| Final Setup Violations | `0` |
| Fp util | `4.95%` |
| Clock buffer depth | `2` |
| Mux frac, synth | `5.93%` |
| Synth area leaders | `dfrtp_1, inv_1, mux2i_1` |
| Worst-path clk slew | `0.04 ns` |
| Area grow syn2layout | `94.8%` |
| Reg-to-Reg Start | `count[2]` |
| Antenna violations before repair | `0` |
| Post-synth top cells | `dfrtp_1, inv_1, o21ai_1` |
| DP Worst Slack | `0.201 ns` |
| Yosys top cell by area | `dfrtp_1` |
| Dominant non-sequential cell family after synthesis | `AND-OR/OR-AND gates` |
| Mapped cell area | `169 um2` |
| Post-Synth Adder-Cell Area | `0%` |
| Placer Congestion | `0.652` |
| Worst Reg-to-Reg Cells | `4` |
| Vias per inst | `2.00` |
| GR Overflow Total | `0` |
| Largest regs | `count: 4 flops` |
| CTS tree | `yes` |
| Clk latency late pin | `0.23 ns` |
| Top Ports | `6` |
| Post-route DRC | `0` |
| Worst-margin pin slew | `0.140 ns` |
| Hold buffers post-CTS | `0` |
| MI comb area | `53.8 um2` |
| Die X | `80 um` |
| Max incr delay on CP | `0.47 ns` |
| Asr flop ratio synth | `100%` |
| First DRT Iteration DRCs | `2` |
| Mean Syn Cell Area | `10.6 um2` |
| Pleak | `0.136 nW` |
| H-tree levels | `1` |
| Cells along the critical path | `clkdlybuf4s50_1` |
| Hold WS | `0.249 ns` |
| PwrDens | `790 nW/um2` |
| Clk Tree Root Cell | `clkbuf_4` |
| Vias in the first global route | `176` |
| RSZ-0062 raised after global routing | `no` |
| Buf/Inv on CP | `1` |
| Core Rows | `21` |
| Synth Seq Share | `59.3%` |
| Skew final | `0.00269 ns` |
| Setup TNS | `0 ns` |
| Yosys aoi share | `14.1%` |
## stage by stage
stage / instance area [um2] / std cells / power [W]
floorplan: 169 / 16 / 0.000120
global placement: 277 / 67 / 0.000123
detailed placement: 277 / 67 / 0.000123
CTS: 322 / 73 / 0.000271
global route: 329 / 74 / 0.000281
finish: 329 / 74 / 0.000260
## worst max-delay path by stage
stage | startpoint | endpoint | cells past startpoint
final | count[2] | count[2] | 1
after global routing | count[0] | count[0] | 1
after CTS | count[3] | count[3] | 1
## cell type report
cell class,instances,area share [%]
clock buffers,3,6.84
inverters,4,4.56
multi-input cells,8,16.3
flip-flops and latches,4,30.4
well taps,46,17.5
repair buffers,9,24.3
## layout by cell type (no fill, tap or decap), types with 2 or more instances in the layout
master,synthesis,layout
clkdlybuf4s50_1,0,5
inv_1,4,4
dfrtp_1,4,4
buf_4,0,4
clkbuf_4,0,3
o21ai_1,2,2
## kinds of logic after synthesis
family          Yosys count
buf+inv                   4
xor+xnor                  1
flops                     4
simple gates              2
mux                       1
compound gates            4
## metal layers
layer  track usage, %  up-vias  part of all wire (%)
met2             1.69        6                    30
met1             1.93       66                    48
met3             2.27        0                    22
li1                 -       76                     -
met4            0.528        0                     0
met5                0        -                     0
## where the power goes
| part | leakage (nW) | switching [W] | internal [W] | total [W] |
|---|---|---|---|---|
| Combinational | 0.0709 | 0.00000268 | 0.00000262 | 0.00000530 |
| Clock | 0.0138 | 0.0000426 | 0.0000956 | 0.000138 |
| Sequential | 0.0513 | 0 | 0.000116 | 0.000116 |
Power and IR drop assume default switching activity.
